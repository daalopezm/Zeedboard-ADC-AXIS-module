==> design/flow/design.v <==
`timescale 1ns / 1ps
module axis_max1119x_adc(
    input wire clk,         
    input wire resetn,       
    input wire miso,        
    output reg ask_sample,      
    output reg SCLK_PIN,     
    input wire m_axis_tready,       
    output reg [15:0] m_axis_tdata,  
    output reg m_axis_tvalid,       
    output reg m_axis_tlast,        
    output reg [1:0] m_axis_tkeep   
);
    parameter ASK_SAMPLE_OFF = 30;  
    parameter ASK_SAMPLE_ON = 15;  
    parameter PER_SCLK = 10;
    reg [31:0] counter;
    reg [31:0] counter_sclk;
    reg state;
    reg [15:0] shift_reg;
    reg [4:0] bit_count;
    reg read_data;
    initial begin
        counter <= 0;
        ask_sample <= 0;
        state <= 0;
        counter_sclk <= 0;
        bit_count <= 5'd0;
        read_data <= 0; 
        SCLK_PIN <= 0;
        m_axis_tvalid <= 1; 
        m_axis_tlast <= 0; 
        m_axis_tkeep <= 2'b00; 
    end
    always @(posedge clk) begin
        if (!resetn) begin 
            counter_sclk <= 0;
            SCLK_PIN <= 0;
        end else begin
            counter_sclk <= counter_sclk + 1;            
            if (counter_sclk >= PER_SCLK) begin
                counter_sclk <= 0;
                SCLK_PIN <= ~SCLK_PIN;
            end
        end        
    end
    always @(posedge SCLK_PIN) begin
        if (!resetn) begin 
            counter <= 0;
            ask_sample <= 0;
            state <= 0;
            read_data <=0;
            m_axis_tvalid <= 0;
            m_axis_tlast <= 0;
            m_axis_tkeep <= 2'b00;
        end else begin
            counter <= counter + 1;
            case (state)
                0: begin
                    ask_sample <= 1'b1;
                    if (counter >= ASK_SAMPLE_OFF) begin
                        counter <= 0;   
                        state <= 1;
                    end
                end
                1: begin
                    ask_sample <= 1'b0;
                    if (counter >= ASK_SAMPLE_ON) begin
                        counter <= 0;   
                        state <= 0;
                        read_data <= 1;                                       
                    end
                end
            endcase
            if (bit_count < 16 && ask_sample && read_data) begin  
                m_axis_tvalid <= 0;  
                shift_reg[15] <= shift_reg[14];
                shift_reg[14] <= shift_reg[13];
                shift_reg[13] <= shift_reg[12];
                shift_reg[12] <= shift_reg[11];
                shift_reg[11] <= shift_reg[10];
                shift_reg[10] <= shift_reg[9];
                shift_reg[9] <= shift_reg[8];
                shift_reg[8] <= shift_reg[7];
                shift_reg[7] <= shift_reg[6];
                shift_reg[6] <= shift_reg[5];
                shift_reg[5] <= shift_reg[4];
                shift_reg[4] <= shift_reg[3];
                shift_reg[3] <= shift_reg[2];
                shift_reg[2] <= shift_reg[1];
                shift_reg[1] <= shift_reg[0];
                shift_reg[0] <= miso;  
                bit_count <= bit_count + 1;
            end else if (bit_count >= 16) begin
                bit_count <= 0;  
                read_data <= 0;
                if (m_axis_tready) begin
                    m_axis_tdata <= shift_reg;
                    m_axis_tvalid <= 1;                
                    m_axis_tkeep <= 2'b11;  
                    m_axis_tlast <= 1;  
                end else begin
                    m_axis_tvalid <= 0;
                    m_axis_tlast <= 0;
                    m_axis_tkeep <= 2'b00;
                end         
            end
        end       
    end    
endmodule
==> design/flow/run.sh <==
#!/bin/bash
# OpenROAD 26Q1-2900-gdf79404cd8, Yosys 0.63+post, stock flow scripts
make -C /OpenROAD-flow-scripts/flow DESIGN_CONFIG=/design/flow/config.mk WORK_HOME=/design/flow/orfs finish
==> design/flow/config.mk <==
export PLATFORM = sky130hd
export DESIGN_NAME = axis_max1119x_adc
export DESIGN_NICKNAME = axis_max1119x_adc
export VERILOG_FILES = /design/flow/design.v
export SDC_FILE = /design/flow/constraint.sdc
export NUM_CORES = 4
export LEC_CHECK = 1
export CORE_UTILIZATION = 30
==> design/flow/constraint.sdc <==
current_design axis_max1119x_adc

set clk_period 2.4
set clk_io_pct 0.2

create_clock -name clk0 -period $clk_period [get_ports {clk}]

set non_clock_inputs [all_inputs -no_clocks]
set_input_delay [expr $clk_period * $clk_io_pct] -clock clk0 $non_clock_inputs
set_output_delay [expr $clk_period * $clk_io_pct] -clock clk0 [all_outputs]
==> metrics.log <==
[flow] collecting metrics
[metrics] overall power of the completed layout: 0.00114 W
[metrics] worst-margin pin slew: about 0.76 ns
[metrics] number of nets with antenna violations after detailed routing: 0
[metrics] worst path required time: between 1.5 and 2 ns
[metrics] Final period util: 0.643
[metrics] Worst Path Buf+Inv: 1
[metrics] launch instance of the worst min-delay path: counter_sclk[0]$_SDFF_PP0_
[metrics] placeable core region: about 10000 sq um
[metrics] Relative slew margins: 0.495
[metrics] Crit. End Element: output pin
[metrics] clock skew after layout: between 0.003 and 0.004 ns
[metrics] launch instance of the worst register-to-register path: counter_sclk[0]$_SDFF_PP0_
[metrics] sum of net half-perimeters after detailed placement: 2430 um
[metrics] Power Dens Cells: 301 nW/um^2
[metrics] iteration count of the initial detailed-routing pass: 2
[metrics] r2r setup slk: 1.03 ns
[metrics] number of DRC violations after detailed routing: 0
[metrics] Clock Pin Slew Worst Setup and Hold Paths: roughly 0.060 ns
[metrics] instance count along the most critical hold path: 1
[metrics] cell area after synthesis: a little over 3000 sq um
[metrics] Slowest cell on crit path: clkdlybuf4s50_1
[metrics] buffers inserted during post-CTS setup optimization: 0
[metrics] core utilization at floorplan: 0.312
[metrics] number of different library cells in the post-synthesis netlist: 30
[metrics] post-synthesis average cell area: 15.9 sq um
[metrics] Hold WC Path Type: reg -> reg
[metrics] Skew-Pair Late Insertion Delay: 0.27 ns
[metrics] Post-Route Utilization: 0.384
[metrics] number of cells on the worst reg-to-reg path: 5
[metrics] wire length of the first global-routing pass: roughly 5700 um
[metrics] Seq cells post-synth: around 110
[metrics] total global routing overflow: 0
[metrics] number of gates resized after CTS: 0
[metrics] Critical Path Start Type: flip-flop
[metrics] registers with the most flip-flops: counter (32), counter_sclk (32)
[metrics] outcome: finished clean
[metrics] unrepaired setup endpoints after global routing: no
[metrics] horizontal die size: 103 um
[metrics] FILL cells: between 900 and 1000
[metrics] Via Count: ~1500
[metrics] Largest stage delay, worst path: roughly 0.45 ns
[metrics] max-cap violation count: 0
[metrics] ratio of cells with drive above 1 in the final layout: 0.0429
[metrics] top flip-flop cell by instance count after synthesis: dfxtp_1
[metrics] std cell rows: 36
[metrics] share of flip-flops with an asynchronous set or reset: 0
[metrics] final max-slew violation count: 0
[metrics] number of CTS-inserted buffers: 5
[metrics] most frequent cells after synthesis: dfxtp_1 (70), edfxtp_1 (37), nor2_1 (18)
[metrics] buffer cell driving the clock tree root: clkbuf_8
[metrics] Synth top cell by count: dfxtp_1
[metrics] Largest type area fraction: 0.457
[metrics] area overhead of the layout relative to synthesis: 23.0%
[metrics] Synth Warn #: 1
[metrics] terminus of the critical flop-to-flop path: counter_sclk[3]$_SDFF_PP0_
[metrics] register area share after synthesis: 0.820
[metrics] H-tree depth: 2
[metrics] die boundary height: a little over 100 um
[metrics] number of port buffers: 25
[metrics] number of global-route vias before repair: about 1400
[metrics] worst voltage drop across the vdd grid: between 0.2 and 0.3 mV
[metrics] maximum buffer depth of the clock tree: 2
[metrics] die area: 10600 sq um
[metrics] Finished Layout Cells: slightly above 400
[metrics] Cells after Synth: 193
[metrics] upper clock frequency limit: ~650 MHz
[metrics] Post-CTS Hold Buffers: 0
[metrics] number of register pins that no clock reaches: about 74
[metrics] crit path time final: roughly 1.5 ns
[metrics] crit path cell chain: clkdlybuf4s50_1
[metrics] number of vias per cell after detailed routing: about 3.6
[metrics] count of endpoints without a timing constraint: roughly 110
[metrics] iteration-0 DRC count of the detailed router: 38
[metrics] IO Count: 26
[metrics] antenna fix cells: 0
[metrics] area reported by Yosys stat: 3060 sq um
[metrics] Critical Setup Path Class: reg -> out
[metrics] Placed Cells incl. Taps: slightly above 400
[metrics] cell leakage power: approximately 1.5 nW
[metrics] Hold EP: counter_sclk[0]$_SDFF_PP0_
[metrics] initial antenna violation count: 0
[metrics] arrival time worst endpoint: 1.06 ns
[metrics] number of warnings in the stage logs: 29
[metrics] Setup TNS Final: 0 ns
[metrics] CTS tree: done
[metrics] largest delay contributor family on the critical path: buffers and inverters
[metrics] top cells by area, synth: dfxtp_1 (46%), edfxtp_1 (36%), nor4_1 (2.9%)
[metrics] WL/cell: about 7.8 um
[metrics] pin count of the biggest net entering global routing: between 70 and 80
[metrics] routed wire length: approximately 3200 um
[metrics] final estimated routing congestion in global placement: about 0.7
[metrics] number of failing setup endpoints in the final timing report: 0
[metrics] worst-path maximum fanout: 2
[metrics] post-synth tally of flip-flops with integrated enable: 37
[metrics] Final Hold Fails: 0
[metrics] cell accounting for the most synthesized area: dfxtp_1
[metrics] all-layer global routing usage: 0.0695
[metrics] Yosys Instances: between 150 and 200
worst reg2reg max path, stage by stage (launching register included):
cell and delay [ns]:
dfxtp_1 0.36, inv_1 0.06, ha_1 0.18, o31ai_1 0.33, nand4_1 0.23, nor2_1 0.14
cells in the final DEF (no fill, tap or decap), types with 3 or more instances in the layout:
| cell | n |
|---|---|
| clkbuf_1 | 3 |
| clkbuf_8 | 5 |
| clkdlybuf4s50_1 | 25 |
| conb_1 | 55 |
| dfxtp_1 | 69 |
| edfxtp_1 | 37 |
| ha_1 | 6 |
| inv_1 | 7 |
| nand3_1 | 6 |
| nand4_1 | 3 |
| nor2_1 | 18 |
| nor4_1 | 14 |
| xnor2_1 | 3 |
| xor2_1 | 4 |
per-stage QoR:
step | area (sq um) | setup WS [ns] | hold WS, ns
2_1_floorplan | 3270 | 0.738 | 0.430
3_3_place_gp | 3690 | 0.953 | 0.442
3_5_place_dp | 3690 | 0.960 | 0.447
4_1_cts | 3770 | 0.837 | 0.461
5_1_grt | 3770 | 0.812 | 0.512
6_report | 3770 | 0.856 | 0.454
power breakdown:
part           switching (W)   total, W  internal [W]
Sequential         0.0000140   0.000703      0.000689
Combinational      0.0000418  0.0000613     0.0000196
Clock               0.000166   0.000371      0.000205
Total               0.000222    0.00114      0.000914
cell families after synthesis:
group	synth area share
flops	0.820
compound gates	0.0225
xor+xnor	0.0200
fa+ha+maj	0.0245
simple gates	0.0902
other cells	0.00122
mux	0.00817
buf+inv	0.0135
routing by layer:
layer | GRT usage | share of wire | routed length, um
met5 | 0 | 0 | 0
met4 | 0.00867 | 0.0091 | 29
met3 | 0.0159 | 0.049 | 158
met2 | 0.115 | 0.45 | 1430
met1 | 0.100 | 0.50 | 1590
cell type report:
class	instances	area, sq um	area share
multi-input cells	131	718	0.191
repair buffers	27	265	0.0704
clock buffers	8	80.1	0.0212
inverters	7	26.3	0.00697
flip-flops and latches	107	2510	0.667
well taps	133	166	0.0441
worst max path at each step:
stage | to | depth (start not counted) | startpoint
4_1_cts | SCLK_PIN | 1 | SCLK_PIN$_SDFFE_PN0P_
5_1_grt | SCLK_PIN | 1 | SCLK_PIN$_SDFFE_PN0P_
6_report | SCLK_PIN | 1 | SCLK_PIN$_SDFFE_PN0P_
Power is estimated from default activity; no workload was simulated.
